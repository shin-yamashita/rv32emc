==> flow/design.v <==
`timescale 1ns/1ns
 typedef logic [1:0]         u2_t;
 typedef logic [2:0]         u3_t;
 typedef logic [3:0]         u4_t;
 typedef logic [4:0]         u5_t;
 typedef logic [5:0]         u6_t;
 typedef logic [6:0]         u7_t;
 typedef logic [7:0]         u8_t;
 typedef logic signed [7:0]  s8_t;
 typedef logic [8:0]         u9_t;
 typedef logic [11:0]        u12_t;
 typedef logic signed [11:0] s12_t;
 typedef logic [15:0]        u16_t;
 typedef logic signed [15:0] s16_t;
 typedef logic [16:0]        u17_t;
 typedef logic signed [16:0] s17_t;
 typedef logic [19:0]        u20_t;
 typedef logic [21:0]        u22_t;
 typedef logic [23:0]        u24_t;
 typedef logic signed [23:0] s24_t;
 typedef logic [25:0]        u26_t;
 typedef logic [26:0]        u27_t;
 typedef logic [27:0]        u28_t;
 typedef logic [28:0]        u29_t;
 typedef logic [31:0]        u32_t;
 typedef logic signed [31:0] s32_t;
 typedef logic [32:0]        u33_t;
 typedef logic signed [32:0] s33_t;
 typedef logic [33:0]        u34_t;
 typedef logic signed [33:0] s34_t;
 typedef logic [47:0]        u48_t;
 typedef logic [63:0]        u64_t;
 typedef logic signed [63:0] s64_t;
module rv_regf 
  # (parameter Nregs = 16)
  (
  input  logic clk,
  input  u5_t  ars1,	 
  input  u5_t  ars2,	 
  output u32_t rs1,	 
  output u32_t rs2,	 
  input  u5_t  awd,	 
  input  logic we,	 
  input  u32_t wd	 
  );
  u32_t regf[Nregs];	 
  always @(posedge clk) begin
    if(awd > 0 && we)
      regf[awd] <= wd;
  end
  always_comb begin
    if(ars1 == 5'd0)
      rs1 <= 32'd0;
    else
      rs1 <= regf[ars1];
    if(ars2 == 5'd0)
      rs2 <= 32'd0;
    else
      rs2 <= regf[ars2];
  end
endmodule
==> flow/run.sh <==
#!/bin/bash
# OpenROAD 26Q1-2900-gdf79404cd8, Yosys 0.63+post, stock flow scripts
make -C /OpenROAD-flow-scripts/flow DESIGN_CONFIG=/design/flow/config.mk WORK_HOME=/design/flow/orfs finish
==> flow/config.mk <==
export PLATFORM = sky130hd
export DESIGN_NAME = rv_regf
export DESIGN_NICKNAME = rv_regf
export VERILOG_FILES = /design/flow/design.v
export SDC_FILE = /design/flow/constraint.sdc
export NUM_CORES = 4
export LEC_CHECK = 1
export CORE_UTILIZATION = 40
==> flow/constraint.sdc <==
current_design rv_regf

set clk_period 7.0
set clk_io_pct 0.2

create_clock -name clk0 -period $clk_period [get_ports {clk}]

set non_clock_inputs [all_inputs -no_clocks]
set_input_delay [expr $clk_period * $clk_io_pct] -clock clk0 $non_clock_inputs
set_output_delay [expr $clk_period * $clk_io_pct] -clock clk0 [all_outputs]
==> reports/metrics.csv <==
metric,value,unit
finalSetupTns,0,ps
timing.setup.critical_path_class,in -> out,
cts.path.max_buffers,3,
tritoncts,built,
drt-pass1-iter-count,5,
synth_stat.cells,1395,
drtAntennaViolNets,0,
post_place_setup_slack,1360,ps
post-route-drc-count,0,
postSynth.asyncResetShare,0,%
grt_pass1_vias,15500,
timing.final.crit_period,5660,ps
overflow,0,
cp_max_fo,20,
grt_max_degree,71,
flip_flop_count_of_the_largest_register_all_copies_and_words_added,512,
hold_path_startpoint,wd[21],
timing_max_transition_violations_final,0,
power_density_normalized_to_cell_area,245,nW/um^2
crit_required,5600,ps
synth.distinct_cells,37,
power,0.00671,W
min_path_type,in -> reg,
postSynth.topFlopCell,sky130_fd_sc_hd__edfxtp_1,
detail_route.wirelength,66.9,mm
timing.hold.worst_endpoint,regf[1][21],
edf_count,512,
setup_slack,1340,ps
lay_top_cells,"sky130_fd_sc_hd__edfxtp_1 (512), sky130_fd_sc_hd__mux2i_1 (185), sky130_fd_sc_hd__mux4_2 (119)",
routed_via_density,6.14,
met3WireLength,10.7,mm
wire_length_of_the_first_global_routing_pass,99.1,mm
drt_iter0_drc,836,
die_area,60500,sq um
synth_cells,1395,
finalHoldViolations,0,
avgSynthCellArea,17.1,sq um
chipHeight,246,um
clock-root-buffer,sky130_fd_sc_hd__clkbuf_16,
drive_gt1_share,21.4,%
synth.yosys.chip_area,23800,sq um
cpPeakStageDelay,820,ps
flow.area_growth_from_synthesis,15.1,%
maxClockFrequency,177,MHz
met2_wirelength,31.1,mm
setup_viol,0,
groute.usage.overall,24.6,%
leakage,9.00,nW
lay_top_count,sky130_fd_sc_hd__edfxtp_1,
detailed_place_hpwl,35.7,mm
cell_count_after_placement,2214,
post-route-cell-area,27400,sq um
met1_wl,23.3,mm
tool_warnings,25,
placed_area,25800,sq um
cp-start-kind,primary input,
cts_made_buffers,55,
drv.max_cap_violation_count,0,
path_clk_slew,60,ps
outcome,finished clean,
synth.top_cell.area_share,64.5,%
highest-signal-layer,met5,
instances_no_fill,2314,
place_congestion,0.848,
registers.top_by_ff_count,regf,
worst_ir_drop_vdd,0.000180,V
top_regs,regf x512,
worst_slew_margin_rel,45.2,%
rsz0062_at_grt,false,
drt-wirelength-per-cell,28.9,um
cp_slowest_cell,sky130_fd_sc_hd__clkdlybuf4s50_1,
row_count,89,
cts_post_setup_buffers_inserted,0,
cts.hold.buffers_added,0,
timing.critical_path.mode_cell,sky130_fd_sc_hd__clkdlybuf4s50_1,
core_area,58900,sq um
die-width,246,um
top_cells_by_area,"sky130_fd_sc_hd__edfxtp_1 (65%), sky130_fd_sc_hd__mux4_2 (11%), sky130_fd_sc_hd__mux2i_1 (7.8%)",
synth_flop_count,512,
ys_seq_share,64.5,%
largest_area_cell,sky130_fd_sc_hd__edfxtp_1,
total_via_count_in_the_routed_design,14200,
postCtsResizedCells,0,
ys.warnings.count,1,
whs_path_depth,1,
crit_chain,clkdlybuf4s50_1 > nor2b_4 > buf_4 > a22o_1 > a221o_1 > clkdlybuf4s50_1,
ctsHtreeMaxLevel,2,
post-route-period-util,80.9,%
buffer_ports.inserted,112,
core_util_floorplan,40.4,%
antenna_found_initial,4,
critical_path_end_type,output pin,
tightestPinTransition,822,ps
worstPathArrival,4260,ps
io_pins,113,
post_synth_instance_area,23800,sq um
cts_num_sinks,512,
-- power breakdown --
part | internal, W | switching [W]
clock | 0.00147 | 0.00113
sequential | 0.00344 | 0.0000240
combinational | 0.000294 | 0.000349
total | 0.00521 | 0.00150
-- cell usage after synthesis, drive strengths merged (2+ instances only) --
master	n
a211oi	21
a21oi	33
a221o	27
a22o	14
a22oi	36
and2	2
buf	70
clkbuf	42
edfxtp	512
mux2	64
mux2i	185
mux4	125
nand2	60
nand2b	3
nand3b	3
nor2	33
nor2b	4
nor3	6
o2111ai	13
o211ai	19
o21ai	57
o22ai	46
o31ai	12
or3b	3
-- layout make-up --
type                            count  area (sq um)
Antenna cell                        2          5.00
Clock buffer                       74          1490
Clock inverter                     24           103
Fill cell                        4837         31500
Multi-Input combinational cell    771          7980
Sequential cell                   512         15400
Tap cell                          773           967
Timing Repair Buffer              158          1510
-- critical path: cells and delay by family --
kind,cells,cell delay (ps)
buf+inv,3,1810
simple gates,1,620
compound gates,2,410
-- how the worst max path moves through the flow --
stage / start / to / slack, ps / cells after the start
CTS: ars2[3] / rs2[0] / 1340 / 6
finish: ars2[3] / rs2[0] / 1340 / 6
global route: ars1[1] / rs1[31] / 1170 / 8
-- cells by family (layout without fill, tap and decap cells) --
family                 Yosys count  count (layout)  share of synthesized area (%)
AND/OR/NAND/NOR                117             117                           2.12
flip-flops                     512             512                           64.5
buffers and inverters          112             256                           2.56
other                            0               2                              0
multiplexers                   374             374                           22.7
AND-OR/OR-AND                  280             280                           8.08
-- per-stage QoR --
stage               hold WS (ps)  util, %
finish                      1710     46.6
CTS                         1680     46.6
detailed placement          2320     43.9
global placement            2320     43.9
floorplan                   1500        -
global route                1730     46.6
-- per-layer routing --
layer	GRT usage, %	vias to the layer above
li1	-	6040
met1	31.6	7061
met2	35.7	971
met3	17.1	133
met4	5.02	6
met5	0.654	-
Power and IR drop assume default switching activity.
