==> ./design.v <==
`timescale 1ns/1ns
 typedef logic [1:0]         u2_t;
 typedef logic [2:0]         u3_t;
 typedef logic [3:0]         u4_t;
 typedef logic [4:0]         u5_t;
 typedef logic [5:0]         u6_t;
 typedef logic [6:0]         u7_t;
 typedef logic [7:0]         u8_t;
 typedef logic signed [7:0]  s8_t;
 typedef logic [8:0]         u9_t;
 typedef logic [11:0]        u12_t;
 typedef logic signed [11:0] s12_t;
 typedef logic [15:0]        u16_t;
 typedef logic signed [15:0] s16_t;
 typedef logic [16:0]        u17_t;
 typedef logic signed [16:0] s17_t;
 typedef logic [19:0]        u20_t;
 typedef logic [21:0]        u22_t;
 typedef logic [23:0]        u24_t;
 typedef logic signed [23:0] s24_t;
 typedef logic [25:0]        u26_t;
 typedef logic [26:0]        u27_t;
 typedef logic [27:0]        u28_t;
 typedef logic [28:0]        u29_t;
 typedef logic [31:0]        u32_t;
 typedef logic signed [31:0] s32_t;
 typedef logic [32:0]        u33_t;
 typedef logic signed [32:0] s33_t;
 typedef logic [33:0]        u34_t;
 typedef logic signed [33:0] s34_t;
 typedef logic [47:0]        u48_t;
 typedef logic [63:0]        u64_t;
 typedef logic signed [63:0] s64_t;
module rv_sio (
    input  logic clk,
    input  logic xreset,
    input  u5_t  adr,
    input  logic cs,
    input  logic rdy,
    input  u4_t  we,
    input  logic re,
    output logic irq,
    input  u32_t dw,
    output u32_t dr,
    output logic txd,
    input  logic rxd,
    input  logic dsr,
    output logic dtr,
    output logic txen
    );
    u8_t  rfifo[4], tfifo[4];
    logic [1:0] rrp, rwp;
    logic [1:0] trp, twp;
    u8_t  tx, rx;
    u3_t  tbc, rbc;
    logic [1:0] rxlp;
    logic [1:0] inte, irq0;
    logic idsr;
    logic sndbrk;
    logic [13:0] br, tbrc, rbrc;
    logic txf, rxe, rxf;
    logic cs0, re1;
    typedef enum logic [1:0] {Idle, StartBit, Trans, StopBit} state_t;
    state_t rst, tst;
    assign cs0 = cs && adr[4:2] == 3'd0;
    assign dr = re1 ? {16'(br), {sndbrk, 1'b0, inte[1], irq0[1], inte[0], irq0[0], txf, rxe}, rfifo[rrp]} : 'd0;
    assign txf = 2'(twp + 'd1) == trp;
    assign rxe = (rwp == rrp);
    assign rxf = 2'(rwp - rrp) > 'd1;
    assign irq0[1] = (inte[1] && !rxe);
    assign irq0[0] = (inte[0] && !txf);
    assign irq     = irq0[0] | irq0[1];
    always_ff @(posedge clk) begin
        if(rdy) begin
            re1 <= cs0 && re;
        end
        if(!xreset) begin
            br   <= 'd10;
            rrp  <= 'd0;
            twp  <= 'd0;
            inte <= 2'b00;
            sndbrk <= 1'b0;
        end else begin
            if(cs0 && rdy) begin
                if(we[0]) begin
                    tfifo[twp] <= dw[7:0];
                    twp <= twp + 'd1;
                end
                if(we[1] && dw[8]) begin
                    rrp <= rrp + 'd1;
                end
                if(we[1]) begin
                    sndbrk  <= dw[15];	 
                    inte[1] <= dw[13];	 
                    inte[0] <= dw[11];	 
                end
                if(we[3]) begin
                    br[13:8] <= dw[29:24];
                end
                if(we[2]) begin
                    br[7:0] <= dw[23:16];
                end
            end
        end
    end
    always_ff @(posedge clk) begin  
        if(!xreset) begin
            tbrc <= 'd2;
            txd  <= 1'b1;
            txen <= 1'b0;
            trp  <= 'd0;
            tst  <= Idle;
            idsr <= 1'b0;
        end else begin
            if(tbrc == 'd1) begin
                idsr <= dsr;
                tbrc <= br;
                case (tst)
                Idle: begin
                    if(!((twp == trp) || idsr)) begin
                        tx  <= tfifo[trp];
                        trp <= trp + 'd1;
                        tst <= StartBit;
                    end
                    txd  <= !sndbrk;
                    txen <= 1'b0;
                    tbc  <= 3'd0;
                    end
                StartBit: begin
                    tst  <= Trans;
                    txd  <= 1'b0;
                    txen <= 1'b1;
                    end
                Trans: begin
                    tx  <= {1'b0, tx[7:1]};
                    txd <= tx[0];
                    tbc <= tbc + 'd1;
                    if(tbc == 'd7) begin
                        tst <= StopBit;
                    end
                end
                StopBit: begin
                    txd <= 1'b1;
                    tst <= Idle;
                    end
                default:
                    tst <= Idle;
                endcase
            end else begin
                tbrc <= tbrc - 'd1;
            end
        end
    end
    always_ff @(posedge clk) begin  
        rxlp <= {rxlp[0], rxd};
        dtr <= rxf;
        if(!xreset) begin
            rbrc <= 'd2;
            rst  <= Idle;
            rwp  <= 'd0;
        end else begin
            if(rst == Idle) begin
                if(rxlp == 2'b10) begin   
                    rbrc <= {1'b0,br[13:1]};
                    rst  <= StartBit;
                end
            end else if(rbrc == 'd1) begin
                rbrc <= br;
                case (rst)
                StartBit: begin
                    rst <= Trans;
                    rbc <= 3'd0;
                end
                Trans: begin
                    rx  <= {rxlp[1], rx[7:1]};	 
                    rbc <= rbc + 'd1;
                    if(rbc == 'd7) begin
                        rfifo[rwp] <= {rxlp[1], rx[7:1]};
                        rwp <= rwp + 'd1;
                        rst <= Idle;
                    end
                end
                default:
                    rst <= Idle;
                endcase
            end else begin
               rbrc <= rbrc - 'd1;
            end
        end
    end
endmodule
==> ./run.sh <==
#!/bin/bash
# OpenROAD 26Q1-2900-gdf79404cd8, Yosys 0.63+post, stock flow scripts
make -C /OpenROAD-flow-scripts/flow DESIGN_CONFIG=/design/flow/config.mk WORK_HOME=/design/flow/orfs finish
==> ./config.mk <==
export PLATFORM = sky130hd
export DESIGN_NAME = rv_sio
export DESIGN_NICKNAME = rv_sio
export VERILOG_FILES = /design/flow/design.v
export SDC_FILE = /design/flow/constraint.sdc
export NUM_CORES = 4
export LEC_CHECK = 1
export CORE_UTILIZATION = 40
==> ./constraint.sdc <==
current_design rv_sio

set clk_period 4.2
set clk_io_pct 0.2

create_clock -name clk0 -period $clk_period [get_ports {clk}]

set non_clock_inputs [all_inputs -no_clocks]
set_input_delay [expr $clk_period * $clk_io_pct] -clock clk0 $non_clock_inputs
set_output_delay [expr $clk_period * $clk_io_pct] -clock clk0 [all_outputs]
==> load_flow_metrics.sql <==
-- metrics for the results database
INSERT INTO impl_metrics (metric_group, metric, value, unit) VALUES
('placed_design', 'gpl.final_weighted_congestion', '0.812', ''),
('power', 'p_comb_share', '12.5', '%'),
('logic_synthesis', 'synth_stat.cells', '574', ''),
('sta', 'setup_violations', '0', ''),
('logic_synthesis', 'syn_inst', '574', ''),
('drt', 'top_signal_layer_used', 'met4', ''),
('setup_path', 'cpLargestDelayFamily', 'flip-flops', ''),
('clocking', 'htree_levels', '4', ''),
('sta', 'fin_crit', '3.09', 'ns'),
('setup_path', 'critical_path_peak_fanout', '8', ''),
('drt', 'route.final.wire_length', '14.5', 'mm'),
('grt', 'initial_antenna_violation_count', '0', ''),
('sta', 'tns', '0', 'ns'),
('logic_synthesis', 'synthesis.area_per_instance', '12.1', 'um^2'),
('placed_design', 'hpwl', '9.71', 'mm'),
('sta', 'max_freq', '324', 'MHz'),
('clocking', 'post_cts_hold_buffer_count', '0', ''),
('setup_path', 'criticalPathCategory', 'reg -> out', ''),
('logic_synthesis', 'largest_area_cell', 'sky130_fd_sc_hd__edfxtp_1', ''),
('logic_synthesis', 'yosys.area_share.simple', '14.1', '%'),
('run', 'warning_count', '41', ''),
('grt', 'gr_ovfl_total', '0', ''),
('logic_synthesis', 'synth.top_cell.area_share', '37.1', '%'),
('logic_synthesis', 'yosys_area', '0.00695', 'mm^2'),
('drt', 'routedLengthMet1', '6.86', 'mm'),
('setup_path', 'critical_path.startpoint_type', 'flop', ''),
('run', 'max_capacitance_violation_total', '0', ''),
('drt', 'dr_total_vias', '4523', ''),
('power', 'static-leakage-power', '3.07', 'nW'),
('drt', 'post_drt_via_cell_ratio', '5.18', ''),
('power', 'p_int', '0.00279', 'W'),
('clocking', 'post_cts.resized_instances', '0', ''),
('setup_path', 'crit_slowest_cell', 'sky130_fd_sc_hd__dfxtp_1', ''),
('clocking', 'tritoncts.num_buffers', '17', ''),
('sta', 'timing.final.hold_violations', '0', ''),
('logic_synthesis', 'yosys.cell_types.count', '57', ''),
('placed_design', 'port-buffer-count', '72', ''),
('final_layout', 'commonest_cells_after_routing_fill_and_taps_aside', 'sky130_fd_sc_hd__edfxtp_1, sky130_fd_sc_hd__clkdlybuf4s50_1, sky130_fd_sc_hd__dfxtp_1', ''),
('setup_path', 'critPathCaptureType', 'output port', ''),
('logic_synthesis', 'syn_area', '0.00695', 'mm^2'),
('grt', 'grt_util_all_layers', '17.9', '%'),
('drt', 'wl_per_cell', '16.6', 'um'),
('floorplan', 'dieArea', '0.0179', 'mm^2'),
('setup_path', 'critical_path_buf_inv_count', '1', ''),
('logic_synthesis', 'top_cells_by_area', 'sky130_fd_sc_hd__edfxtp_1, sky130_fd_sc_hd__dfxtp_1, sky130_fd_sc_hd__mux2i_1', ''),
('logic_synthesis', 'yosys.area_share.xor_xnor', '2.39', '%'),
('clocking', 'cts_sinks', '156', ''),
('drt', 'dr_wl_met3', '832', 'um'),
('final_layout', 'layout-area-overhead-vs-synth', '21.5', '%'),
('sta', 'report.final.slew_viol_count', '0', ''),
('floorplan', 'die.size.y', '134', 'um'),
('logic_synthesis', 'synth.mux.area_fraction', '12.1', '%'),
('sta', 'skew', '0.00569', 'ns'),
('logic_synthesis', 'synth-adder-area-share', '3.06', '%'),
('clocking', 'cts_tree', 'done', ''),
('power', 'power_density', '443', 'mW/mm^2'),
('grt', 'first_global_vias', '4537', ''),
('sta', 'worst_pin_slew', '0.806', 'ns'),
('power', 'power.ir.vdd_worst', '296', 'uV'),
('worst_hold_path', 'holdCritPathClass', 'reg -> reg', ''),
('clocking', 'clock-root-buffer', 'sky130_fd_sc_hd__clkbuf_16', ''),
('power', 'total_switching_power', '0.000948', 'W'),
('setup_path', 'critPathMaxStageDelay', '0.69', 'ns'),
('final_layout', 'final_util', '50.4', '%'),
('drt', 'firstDrtPassIters', '4', ''),
('run_status', 'status', 'finished clean', ''),
('logic_synthesis', 'ys_warn_count', '1', ''),
('drt', 'drc', '0', ''),
('sta', 'grt_setup_unrepaired', 'no', ''),
('logic_synthesis', 'postSynth.topFlopCell', 'sky130_fd_sc_hd__edfxtp_1', ''),
('final_layout', 'mostFrequentLayoutCell', 'sky130_fd_sc_hd__edfxtp_1', '');
## cell usage after synthesis (all sizes together), types with 2 or more instances
master and number:
nor2 46, nor2b 5, ha 17, o31ai 4
xor2 2, o21ai 21, a21oi 18, mux2i 39
nor3 15, and2 39, o31a 2, buf 10
or3 5, nand3 7, a211oi 5, o22ai 8
inv 17, dfxtp 70, xnor2 17, or2 3
mux2 8, nor4 13, clkbuf 28, nand2 28
a21boi 3, nand4 4, or3b 2, nand2b 4
and3 3, nor3b 2, o41a 3, mux4 16
a311oi 2, edfxtp 86, or4 7
## routing by layer
layer | global-route usage (%) | vias up
li1 | - | 2242
met1 | 28.6 | 2141
met4 | 1.70 | 0
met5 | 0 | -
met2 | 26.0 | 129
met3 | 6.29 | 11
## final timing paths
path	startpoint	to	depth (start not counted)
max	flop	dr[3]	3
min	rxlp[0]$_DFF_P_	rxlp[1]$_DFF_P_	0
max reg2reg	rbrc[8]$_SDFFE_PN0P_	rx[2]$_DFFE_PP_	3
min reg2reg	rxlp[0]$_DFF_P_	rxlp[1]$_DFF_P_	0
## cell type report
cell class	instances	area, um^2
timing repair buffer	83	803
tap	220	275
clock inverter	14	160
sequential	156	3980
inverter	17	63.8
clock buffer	18	429
fill	1419	8310
multi-input combinational	365	2730
## power by group through the flow
stage	clock, W	sequential [W]	combinational [W]
6_report	0.00152	0.00175	0.000467
5_1_grt	0.00162	0.00177	0.000518
4_1_cts	0.00155	0.00175	0.000466
## kinds of logic (layout without fill, tap and decap cells)
group	after synthesis	after routing
buffers and inverters	55	132
XOR/XNOR	19	19
AND/OR/NAND/NOR	186	186
AND-OR/OR-AND	77	77
multiplexers	63	63
other	1	3
flip-flops	156	156
adder cells (fa/ha/maj)	17	17
## sequential cells by signal, indices dropped and copies added, names as in the netlist, 2 cells and up, named ones only
signal	cells
rrp	2
tbrc	14
rwp	2
tx	8
rst	3
rbrc	14
rbc	3
tbc	3
inte	2
rx	7
rxlp	2
tfifo	32
rfifo	32
tst	4
trp	2
br	14
twp	2
## metrics by stage
| step | hold WS (ns) | power [W] | setup WS (ns) | cell area (um^2) | cells |
|---|---|---|---|---|---|
| CTS | 0.357 | 0.00377 | 1.05 | 8450 | 873 |
| finish | 0.359 | 0.00374 | 1.11 | 8450 | 873 |
| global route | 0.371 | 0.00390 | 0.949 | 8450 | 873 |
| detailed placement | 0.341 | 0.00224 | 1.40 | 7860 | 841 |
| global placement | 0.341 | 0.00223 | 1.42 | 7860 | 841 |
| floorplan | 0.331 | 0.00213 | 1.67 | 6960 | 576 |
Power figures rest on the tool's default switching activity, not on a simulated workload.
