File: flow/config.mk
export PLATFORM = sky130hd
export DESIGN_NAME = adrtag
export DESIGN_NICKNAME = adrtag
export VERILOG_FILES = /design/flow/design.v
export SDC_FILE = /design/flow/constraint.sdc
export NUM_CORES = 4
export LEC_CHECK = 1
export CORE_UTILIZATION = 40
File: flow/run.sh
#!/bin/bash
# OpenROAD 26Q1-2900-gdf79404cd8, Yosys 0.63+post, stock flow scripts
make -C /OpenROAD-flow-scripts/flow DESIGN_CONFIG=/design/flow/config.mk WORK_HOME=/design/flow/orfs finish
File: flow/constraint.sdc
current_design adrtag

set clk_period 3.4
set clk_io_pct 0.2

create_clock -name clk0 -period $clk_period [get_ports {clk}]

set non_clock_inputs [all_inputs -no_clocks]
set_input_delay [expr $clk_period * $clk_io_pct] -clock clk0 $non_clock_inputs
set_output_delay [expr $clk_period * $clk_io_pct] -clock clk0 [all_outputs]
File: flow/design.v
`timescale 1ns/1ps
module adrtag (
  input  logic [3:0]  a,
  input  logic [19:0] d,
  input  logic [3:0]  dpra,
  input  logic        clk,
  input  logic        we,
  input  logic        xrst,
  output logic [19:0] dpo
);
  reg [19:0] mem [15:0]  ;
  always @(posedge clk) begin
    if(!xrst) begin
      for(int i = 0; i < 16; i++)
        mem[i] <= d;
    end else if(we) begin
      mem[a] <= d;
    end
  end
  assign dpo = mem[dpra];
endmodule
==> out/summary.txt <==
Fmax: 320.7 MHz
Vias in the first global route: 6356
Tool warnings: 26
Top cells by count: edfxtp_1 (320), mux4_2 (64), a22oi_1 (40)
H-Tree Depth: 1
Post_cts resized: 0
I/O pins: 51
CTS Hold Bufs: 0
Required @ worst endpoint: 2.72 ns
Biggest area cells: edfxtp_1 (79%), mux4_2 (12%), mux4_1 (3.4%)
# port buffers: 50
Relative slew slack: 61.57%
Pin count of the biggest net entering global routing: 27
DR iter-0 viols: 314
Area share, top type: 78.83%
Root Driver: clkbuf_16
CTS Sinks: 320
# setup viols final: 0
Clk pin slew, worst setup/hold paths: 0.07 ns
CTS tree: done
Final core area utilization: 48.57%
Max_cap viols: 0
Flops out of synthesis: 320
Grt peak-use layer: met2
Met3 Track Usage GR: 12.21%
Tcrit/Tclk final: 91.72%
CP Class: in -> out
Yosys top cell by area: edfxtp_1
Largest Register: mem
DIE AREA: 0.03118 mm2
Crit path DAT: 2.44 ns
Core Util at FP: 40.91%
Met2 GRT Util: 29.80%
Maximum VDD drop: 0.3572 mV
CTS Buf Count: 30
Share of cells above drive strength 1: 24.76%
Worst path top cell family by delay: buffers and inverters
EDFF count, synth: 320
Hold/Removal Path Class: in -> reg
Design Power: 8563 uW
Yosys Chip Area: 0.01219 mm2
Slowest cell delay on critical path: 0.57 ns
RSZ-0062 raised after global routing: false
Syn Inst Count: 519
GR Overflow Total: 0
Top flop regs: mem x320
Post-route DRC: 0
Die span in y: 176.6 um
Initial antenna violation count: 2
WL per Instance: 25.35 um
Unique cell types: 17
Die Width: 176.6 um
Max clock buf depth: 3
Power Dens Cells: 591.7 mW/mm2
Vias/cell: 5.540
CP max FO: 24
Startpoint Class: input port
Postcts setup bufs: 0
Syn Area/Cell: 23.49 um2
GP Congestion: 0.8102
CP cell instances: buf_4 > buf_12 > mux4_1 > a22oi_1 > nand2_1 > clkdlybuf4s50_1
Layout overhead on the synthesized area: 18.72%
Status: finished, final reports clean
Total Wirelength: 25780 um
Post-route ant nets: 0
Top-count cell post-synth: edfxtp_1
Minimum clock period: 3.119 ns
Pre-antenna DRT Iters: 4
Grt met1 use: 24.18%
Detail Placement HPWL: 13870 um
Worst Max-Slew Pin Slew: 0.5747 ns
Row cnt: 63
CORE AREA: 0.02980 mm2
CP max-delay cell: mux4_1
Syn. warnings: 1
Asr flop ratio synth: 0%
Vias: 5634
Leak: 0.004806 uW
Crit path buffers/inverters: 3
Post-Syn Area: 0.01219 mm2
Largest register FFs: 320
CP endpoint kind: output pin
Seq share, synth: 78.83%
Final Hold Viols: 0
Predominant post-synthesis flop cell: edfxtp_1
First-pass GRT wire length: 38610 um
Fin. max-slew vios: 0
Ys cells: 519
All-Layer GR Usage: 19.12%
==> kinds of logic after synthesis <==
family	share of synthesized area [%]
AND/OR/NAND/NOR	1.211
buffers and inverters	1.334
AND-OR/OR-AND	3.346
flip-flops	78.83
multiplexers	15.27
==> cell type report <==
type                    instances  area, um2
clock buffers                  34      787.0
well taps                     390      488.0
repair buffers                 84      913.4
flip-flops and latches        320       9609
diodes                          1      2.502
fillers                      2364      15320
clock inverters                18      98.84
multi-input cells             170       2572
==> routing by layer <==
layer / part of all wire, % / up-vias
met5: 0.28 / -
met4: 1.4 / 4
met3: 14 / 32
met2: 51 / 372
met1: 34 / 2796
li1: - / 2430
==> per-stage QoR <==
stage	hold slack [ns]	std cells	setup slack (ns)	TNS, ns	instance area (um2)
final	1.047	1017	0.2814	0	14470
after global routing	1.084	1016	0.1334	0	14470
after CTS	1.048	1016	0.2371	0	14470
after detailed placement	1.620	964	0.2363	0	13580
after global placement	1.560	964	0.2418	0	13580
after floorplan	0.7789	519	-0.1282	-5.127	12190
==> layout by cell type, fill, tap and decap left out <==
| cell | count |
|---|---|
| nand2_1 | 24 |
| clkbuf_1 | 3 |
| clkbuf_16 | 31 |
| a22oi_1 | 40 |
| clkinv_2 | 4 |
| mux4_2 | 64 |
| o21ai_2 | 6 |
| bufinv_16 | 1 |
| buf_4 | 23 |
| nand2b_1 | 3 |
| mux4_1 | 16 |
| and2_1 | 1 |
| diode_2 | 1 |
| edfxtp_1 | 320 |
| o31ai_4 | 8 |
| o41ai_2 | 2 |
| buf_12 | 13 |
| nor2_2 | 1 |
| nor2b_1 | 1 |
| clkdlybuf4s50_1 | 48 |
| nand3_1 | 2 |
| nor2b_2 | 2 |
| clkinv_1 | 13 |
==> power breakdown <==
group	switching [uW]	internal, uW	total, uW
sequential	75.6	4720	4800
clock	1310	1710	3020
combinational	376	369	744
total	1760	6800	8560
==> worst paths after layout <==
check   endpoint  slack (ns)  depth (start not counted)    start
min    mem[1][5]        1.05                          1     d[5]
max      dpo[19]        0.28                          6  dpra[0]
No activity file was given, so power comes from the tool's default toggle rates.
